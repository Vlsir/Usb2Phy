## flow/design.v

```verilog
module bit_stuffer(
	input clk,
	input rst_b,
	input din,
	input din_valid,
	output din_ready,
	input packet_end,
	output reg dout,
	output reg dout_valid,
	output reg stuffed
);
reg [2:0] ones_count;
always @(posedge clk or negedge rst_b) begin
	if (!rst_b) begin 
		ones_count <= 3'b0;
		dout <= 1'b0;
		dout_valid <= 1'b0;
		stuffed <= 1'b0;
	end else begin
		if (din_valid && din_ready) begin
			if (din) begin
				if (ones_count > 3'd6) begin
					dout <= 1'b0;
					din_ready <= 1'b0;
					stuffed <= 1'b1;
					ones_count <= 3'd0;
				end else begin
					dout <= din;
					din_ready <= 1'b1;
					stuffed <= 1'b0;
					ones_count <= ones_counter + 3'd1;
				end
			end else begin
				dout <= din;
				din_ready <= 1'b1;
				ones_count <= ones_count;
				stuffed <= 1'b0;
			end
			dout_valid <= 1'b1;
		end else if (!din_ready) begin
			dout <= 1'b1;
			din_ready <= 1'b0;
			stuffed <= 1'b0;
			ones_count <= ones_count;
			dout_valid <= 1'b1;
		end else begin
			dout <= 1'b0;
			din_ready <= 1'b1;
			stuffed <= 1'b0;
			dout_valid <= 1'b0;
			if (packet_end)
				ones_counter <= 3'd0;
			else
				ones_count <= ones_count + 1;
		end
	end
end
endmodule 
```

## flow/run.sh

```bash
#!/bin/bash
# OpenROAD 26Q1-2900-gdf79404cd8, Yosys 0.63+post, stock flow scripts
make -C /OpenROAD-flow-scripts/flow DESIGN_CONFIG=/design/flow/config.mk WORK_HOME=/design/flow/orfs finish
```

## flow/config.mk

```make
export PLATFORM = sky130hd
export DESIGN_NAME = bit_stuffer
export DESIGN_NICKNAME = bit_stuffer
export VERILOG_FILES = /design/flow/design.v
export SDC_FILE = /design/flow/constraint.sdc
export NUM_CORES = 4
export LEC_CHECK = 1
export CORE_AREA = 10 10 70 70
export DIE_AREA = 0 0 80 80
```

## flow/constraint.sdc

```tcl
current_design bit_stuffer

set clk_period 2.5
set clk_io_pct 0.2

create_clock -name clk0 -period $clk_period [get_ports {clk}]

set non_clock_inputs [all_inputs -no_clocks]
set_input_delay [expr $clk_period * $clk_io_pct] -clock clk0 $non_clock_inputs
set_output_delay [expr $clk_period * $clk_io_pct] -clock clk0 [all_outputs]
```

==> reports/qor.yml <==
clk_path_buf_depth: 2
die_area_mm2: 0.00640
area_leaders: "dfrtp_1, edfxtp_1, ha_1"
syn_avg_cell_area_um2: 11.0
fin_setup_tns_ns: 0
yosys_cells: 32
globalplace.congestion: 0.773
maxCapViolations: 0
max_clock_freq_mhz: 562
crit_fanout: 10
yosys_warnings: 8
p_total_uw: 229
row_count: 21
drc: 0
ios: 9
worstHoldPathType: "input pin to async pin"
cts_tree: "done"
htreeDepth: 1
setup_viol: 0
fin_crit_ns: 1.78
drt_iter0_drc: 31
crit_type: "flop to primary output"
ant_nets: 0
ys_seq_share: 0.511
die_x_um: 80
cp_top_family: "buffers and inverters"
warning_count: 26
clk_latency_ns: 0.24
cts_setup_buffers: 0
grt_start_max_net_pins: 11
grt_pass1_vias: 273
drv_slew: 0
hold_viol_final: 0
ir_drop_mv: 0.0819
yosys_register_bits: 7
required_ns: 2.00
clock_skew_ns: 0.000821
powerDensity_mw_per_mm2: 442
core_mm2: 0.00342
synth.cell_area_um2: 353
slew_headroom: 0.805
dr.max_layer_used: "met4"
end_kind: "primary output"
critPathBufInv: 1
syn_to_final_growth_pct: 46.5
rsz0062_at_grt: "false"
ctsResizeCount: 0
io_buffers: 8
tightest_slew_ns: 0.292
wl_met3_um: 77
crit_slowest_cell: "clkdlybuf4s50_1"
arrival_ns: 1.28
dr.pass1.iters: 4
wl_met2_um: 272
vias: 279
fin_crit_sh: 0.712
ys_chip_area_um2: 353
cts_buffers: 3
grt_overflow: 0
fillCellCount: 388
final_layout_size_suffix_gt1_frac: 0.114
leakagePower_nw: 0.182
cpPeakStageDelay_ns: 0.53
critPathLaunchType: "flop"
clk_pin_slew_ns: 0.05
postCtsHoldBufs: 0
vias_per_cell: 3.10
m1WireLength_um: 358
grt_pass1_wl_um: 1240
diodes: 0
synthDistinctLibCells: 17
crit_chain: "clkdlybuf4s50_1"
status: "finished, final reports clean"
cts-root-buf: "clkbuf_4"
track_usage: 0.0228
antenna_found_initial: 0
wl_um: 736
synth_top_area_share: 0.426
initCoreUtil: 0.103
cts_num_sinks: 7
yosysTopAreaCell: "dfrtp_1"
synthCells: 32
wire_per_inst_um: 8.18
fp.dieH_um: 80
## per-layer routing
layer / global-route usage / vias to the layer above
met3: 0.00682 / 2
met2: 0.0305 / 15
met4: 0.0106 / 0
li1: - / 140
met1: 0.0325 / 122
met5: 0 / -
## final timing paths
check,from,endpoint,slack (ns),cells after the start
setup / recovery,din_ready$_SDFFCE_PN1P_,din_ready,0.72,1
hold / removal,rst_b,dout$_DFF_PN0_,0.50,1
setup reg to reg,ones_count[1]$_DFFE_PN0P_,ones_count[0]$_DFFE_PN0P_,1.26,4
hold reg to reg,ones_count[2]$_DFFE_PN0P_,ones_count[2]$_DFFE_PN0P_,0.57,1
max in group asynchronous,rst_b,ones_count[2]$_DFFE_PN0P_,1.77,1
min in group clk0,ones_count[2]$_DFFE_PN0P_,ones_count[2]$_DFFE_PN0P_,0.57,1
## kinds of logic after synthesis
kind of cell	after synthesis	synth area share
flip-flops	7	0.511
AND/OR/NAND/NOR	15	0.280
AND-OR/OR-AND	7	0.128
adder cells (fa/ha/maj)	2	0.0709
buffers and inverters	1	0.0106
## flip-flops by register name, summed over array words and instances, names as in the netlist
register,count
din_ready,1
ones_count,3
dout,1
dout_valid,1
stuffed,1
## placed cells by master (no fill, tap or decap), drive strengths merged
| master | instances |
|---|---|
| clkdlybuf4s50 | 8 |
| dfrtp | 6 |
| nand2 | 4 |
| a21oi | 4 |
| clkbuf | 4 |
| nand2b | 3 |
| o2bb2ai | 2 |
| ha | 2 |
| inv | 1 |
| nand4b | 1 |
| nor2 | 1 |
| o211ai | 1 |
| or2b | 1 |
| and3 | 1 |
| and4bb | 1 |
| nand3b | 1 |
| nor3 | 1 |
| nor3b | 1 |
| edfxtp | 1 |
## Yosys cell counts, drive strengths merged
master,instances
ha,2
nor3b,1
nor3,1
nand2b,3
and4bb,1
o2bb2ai,2
or2b,1
nand2,4
a21oi,4
dfrtp,6
nand3b,1
inv,1
o211ai,1
and3,1
nand4b,1
nor2,1
edfxtp,1
## report_power, final
group          internal [mW]  leakage, nW  switching [mW]
Clock                 0.0607       0.0150          0.0384
Combinational        0.00742       0.0816         0.00659
Sequential             0.115       0.0853               0
Total                  0.184        0.182          0.0450
## stage by stage
step                setup WS (ns)  instances  utilization  hold slack [ns]  instance area, µm²
detailed placement          0.834         86        0.144            0.557                 490
CTS                         0.711         90        0.151            0.501                 517
floorplan                    1.39         32            -            0.204                 353
global route                0.662         90        0.151            0.525                 517
finish                      0.720         90        0.151            0.503                 517
global placement            0.845         86        0.144            0.556                 490
## final cells by class
class	count	area [µm²]	share of cell area
Tap cell	46	57.6	0.111
Clock buffer	4	26.3	0.0508
Timing Repair Buffer	8	80.1	0.155
Inverter	1	3.75	0.00726
Multi-Input combinational cell	24	169	0.327
Sequential cell	7	180	0.349
Power is estimated from default activity; no workload was simulated.
